`flow/run.sh`:
```
#!/bin/bash
# OpenROAD 26Q1-2900-gdf79404cd8, Yosys 0.63+post, stock flow scripts
make -C /OpenROAD-flow-scripts/flow DESIGN_CONFIG=/design/flow/config.mk WORK_HOME=/design/flow/orfs finish
```
`flow/config.mk`:
```
export PLATFORM = sky130hd
export DESIGN_NAME = PRBS16
export DESIGN_NICKNAME = PRBS16
export VERILOG_FILES = /design/flow/design.v
export SDC_FILE = /design/flow/constraint.sdc
export NUM_CORES = 4
export LEC_CHECK = 1
export CORE_AREA = 10 10 75 75
export DIE_AREA = 0 0 85 85
```
`flow/constraint.sdc`:
```
current_design PRBS16

set clk_period 1.0
set clk_io_pct 0.2

create_clock -name clk0 -period $clk_period [get_ports {clk}]

set non_clock_inputs [all_inputs -no_clocks]
set_input_delay [expr $clk_period * $clk_io_pct] -clock clk0 $non_clock_inputs
set_output_delay [expr $clk_period * $clk_io_pct] -clock clk0 [all_outputs]
```
`flow/design.v`:
```
module PRBS16 #(
    parameter SEED = 16'hFFFF
)(
  input logic clk,         
  input logic rst,         
  input logic en,
  output logic [15:0]  data_out     
);
  logic [15:0]  sreg;
  always_ff @ (posedge clk)
    if (rst)
        sreg <= SEED;
    else 
        if(en)
	        sreg <= {sreg[14:0], sreg[15] ^ sreg[14] ^ sreg[12] ^ sreg[3]};
  assign data_out = sreg;
endmodule 
```
==> impl_metrics.yaml <==
# physical design summary
outcome:
  status: "completed"
place:
  post-place-ws_ps: -280
  gp_congestion: 0.740
  io_buffers: 18
  hpwlAfterDp_mm: 1.10
sta:
  fin_crit_sh: 0.951
  clock_skew_ps: 0.624
  tightestPinTransition_ps: 156
  hold_viol: 0
  slew_headroom: 0.893
  layout_min_cycle_time_ps: 951
  tns_ps: 0
  finalSetupViolCount: 0
  rsz0062_at_grt: "yes"
  fmax_ghz: 1.05
  slew_violations: 0
  setup_slack_ps: 48.9
  whs_ps: 559
setup_path:
  slowest_delay_ps: 330
  setup.worst_path.class: "reg -> out"
  setup.worst_path.end_class: "output pin"
  cp.arrival_ps: 750
  worstPathRequired_ps: 800
  critPathTopFamily: "flip-flops"
  critPathSlowestCell: "dfxtp_2"
  path_cells: "clkdlybuf4s15_1"
  worst_setup_path_start_kind: "flop"
  crit_path_start: "sreg[3]$_SDFFE_PP1P_"
  crit_fanout: 2
  cp_num_buf_inv: 1
  r2r_start: "sreg[14]$_SDFFE_PP1P_"
hold_path:
  min_path_type: "reg -> reg"
  min_from: "sreg[2]$_SDFFE_PP1P_"
cells_and_area:
  largest_reg_flops: 16
  nFillCells: 414
  area_delta_synth_final_pct: 85.1
  utilization: 0.272
  regMostFlops: "sreg"
  top_regs: "sreg: 16 flops"
  drive_gt1_frac: 0.490
  comb_area_um2: 259
  register_area_um2: 340
  mostFrequentLayoutCells: "buf_4 (16), dfxtp_2 (16), mux2i_1 (15), nand2_1 (15), clkdlybuf4s15_1 (13)"
synth:
  synth_top_area_share: 0.538
  synthCells: 55
  ys_area_um2: 596
  synth.distinct_cells: 9
  top_area_cell: "dfxtp_1"
  ys_cells: 55
  ys.flops: 16
  avgSynthCellArea_um2: 10.8
  top_cells_by_area: "dfxtp_1 (54%), mux2i_1 (25%), nand2_1 (9.5%), xnor2_1 (4.4%), buf_6 (3.8%)"
  synth_area_um2: 596
  ys_seq_frac: 0.538
  yosysWarnings: 1
grt:
  grt_start_max_net_pins: 10
  grt_use_total: 0.0447
  grt_pass1_wl_mm: 2.64
  antenna_found_initial: 0
  grt-ovfl-total: 0
  grt_pass1_vias: 557
drt:
  first_pass_iters: 2
  first_iter_violations: 7
  via_count: 522
  vias_per_cell: 3.58
  wire_per_inst_um: 10.9
  wl_mm: 1.59
  remaining_drc_errors: 0
  diodes: 0
  ant_nets: 0
die:
  floorplanUtilization: 0.147
  coreArea_um2: 4060
  ioPinCount: 19
  rows: 23
  fp.dieW_um: 85
  die_h_um: 85
  die_area_um2: 7230
flow_run:
  max_cap_viol_count: 0
  warning_count: 27
clock_network:
  cts_tree: "yes"
  clock_path_buffers: 2
  cts-root-buf: "clkbuf_8"
  cts_sinks: 16
  insertion_delay_ps: 240
  htreeDepth: 1
  cts_hold_buf: 0
  cts_buffers: 3
  clk_pin_slew_ps: 60
power_and_ir_drop:
  power.leakage_nw: 0.474
  ir_drop_mv: 0.525
  powerDensity_nw_per_um2: 1200
cell type report:
cell class	instances	share of cell area
sequential	16	0.309
clock buffer	4	0.0499
tap	50	0.0568
multi-input combinational	35	0.235
inverter	1	0.00341
timing repair buffer	40	0.346
report_power, final:
part / switching [mW] / internal (mW)
Combinational: 0.0413 / 0.0697
Clock: 0.211 / 0.349
Sequential: 0.00331 / 0.646
kinds of logic (layout without fill, tap and decap cells):
family | Yosys count | after routing | share of synthesized area
compound gates | 1 | 1 | 0.0105
mux | 15 | 15 | 0.252
simple gates | 16 | 16 | 0.103
flops | 16 | 16 | 0.538
buf+inv | 4 | 45 | 0.0525
xor+xnor | 3 | 3 | 0.0441
per-layer routing:
layer,routed length [um],GRT usage
met5,0,0
met4,0,0.00150
met3,208,0.0328
met1,725,0.0541
met2,657,0.0661
cell usage after synthesis:
library cell and number:
nor3_1 1, buf_6 2, a31oi_1 1, dfxtp_1 16
buf_2 1, xnor2_1 3, mux2i_1 15, inv_1 1
nand2_1 15
path summary, 6_finish.rpt:
kind         slack, ps  depth (start not counted)                    to
min reg2reg        560                          3  sreg[3]$_SDFFE_PP1P_
max                 50                          1           data_out[3]
min                560                          3  sreg[3]$_SDFFE_PP1P_
max reg2reg         70                          4  sreg[0]$_SDFFE_PP1P_
through the flow:
step | total power, mW | instances | cell area, um2
2_1_floorplan | 0.710 | 55 | 596
3_3_place_gp | 0.754 | 140 | 973
3_5_place_dp | 0.756 | 140 | 973
4_1_cts | 1.33 | 147 | 1100
5_1_grt | 1.39 | 146 | 1100
6_report | 1.32 | 146 | 1100
worst register-to-register path, stage by stage (launching register included):
cell and delay, ps:
dfxtp_2 320, buf_6 110, xnor2_2 160, xnor2_1 130, a31oi_1 90
what timing repair did:
action                                 CTS  global route
gates resized                           47            11
setup endpoints to repair               30             9
endpoints found under the hold margin    0             0
cloned                                   1             0
pin swaps                                1             3
setup buffers                            2             0
No activity file was given, so power comes from the tool's default toggle rates.
