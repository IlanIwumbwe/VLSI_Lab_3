==> flow/design.v <==
module Counter (
    input logic clk,
    input logic rst,
    input logic en,
    output logic [4:0] count
);
    always_ff @(posedge clk) begin
        if (rst)
            count <= 5'd0;
        else if (en)
            count <= count + 1;
    end
endmodule
==> flow/run.sh <==
#!/bin/bash
# OpenROAD 26Q1-2900-gdf79404cd8, Yosys 0.63+post, stock flow scripts
make -C /OpenROAD-flow-scripts/flow DESIGN_CONFIG=/design/flow/config.mk WORK_HOME=/design/flow/orfs finish
==> flow/config.mk <==
export PLATFORM = sky130hd
export DESIGN_NAME = Counter
export DESIGN_NICKNAME = Counter
export VERILOG_FILES = /design/flow/design.v
export SDC_FILE = /design/flow/constraint.sdc
export NUM_CORES = 4
export LEC_CHECK = 1
export CORE_AREA = 10 10 70 70
export DIE_AREA = 0 0 80 80
==> flow/constraint.sdc <==
current_design Counter

set clk_period 1.1
set clk_io_pct 0.2

create_clock -name clk0 -period $clk_period [get_ports {clk}]

set non_clock_inputs [all_inputs -no_clocks]
set_input_delay [expr $clk_period * $clk_io_pct] -clock clk0 $non_clock_inputs
set_output_delay [expr $clk_period * $clk_io_pct] -clock clk0 [all_outputs]
==> Changelog: implementation <==
### Physical design

- Vias: 218
- Cell area after layout: 497 sq um
- Number of global-route vias before repair: 234
- Post-Synth AOI/OAI Area: 0.0606
- Synthesized instance count: 22
- WL final: 714 microns
- CP top delay family: buffers and inverters
- CTS clk-pin slew, worst paths: 0.04 ns
- Worst Path Arrival: 1.23 ns
- Detail Placement HPWL: 509 microns
- Number of enable flip-flop cells: 0
- Root Buffer: clkbuf_4
- XOR/XNOR Fraction of Synth Area: 0.0354
- Status: finished, final reports clean
- Fin crit period: 1.10 ns
- Core ar.: 0.00342 sq mm
- Die W: 80 microns
- Reg area: 105 sq um
- Max_slew headroom: 0.864
- Max-slew violation count: 0
- Minimum hold slack: 0.581 ns
- TNS Setup: 0 ns
- Primary FF master, synth: dfxtp_1
- Synth area leaders: dfxtp_1 (40%), mux2_4 (12%), nand4_2 (10%), nor2_1 (6.1%), ha_1 (5.1%)
- Finished Layout Cells: 88
- Critical Path Max Stage Delay: 0.57 ns
- All-Layer GR Usage: 0.0241
- Post-synth ARST share: 0
- First-pass GRT wire length: 1.11 mm
- Hold Fails Final Rpt: 0
- Fp_density: 0.0725
- Top-area cell share: 0.404
- Synth-to-Final Area Change: 101%
- Biggest registers after layout: count (5)
- N_diodes: 0
- H-Tree Level Count: 1
- Max IR drop VDD: 0.699 mV
- Max reg flops: 5
- Largest net degree at the start of global routing: 6
- Worst Path Required: 1.23 ns
- Drt wl/cell: 8.11 microns
- Biggest register: count
- Yosys reg bits: 5
- Adder Area Share: 0.0505
- Clock Skew: 0.00103 ns
- Crit path cell chain: clkdlybuf4s50_1, nand4_2, mux2_4
- OpenROAD warnings: 26
- IO Port Bufs: 7
- Final worst path period share: 0.996
- Die Y: 80 microns
- Multiplexer share: 0.162
- Worst setup EP type: flop
- Share of post-route cells with drive strength above 1: 0.548
- Placer Congestion: 0.681
- LEAKAGE: 0.000232 uW
- Placed Area: 424 sq um
- Starting DRT DRC Count: 5
- Max-cap violation count: 0
- Final setup violation count: 0
- Clock Tree Buf Depth: 2
- Post-synthesis cell area: 248 sq um
- Pre-antenna DRT Iters: 3
- Antenna violations before repair: 0
- Final routed DRC violation total: 0
- Largest logic family: simple AND/OR/NAND/NOR gates
- Distinct lib cells used: 12
- GRT Residual Overflow: 0
- Clock Sink Count: 5
- Top cells by count, synth: dfxtp_1 (5), nor2_1 (4), mux2_4 (2), nand4_2 (2), nor2b_1 (2)
- Power Density: 1040 mW/mm^2
- Fmax: 0.913 GHz
- Layout Utilization: 0.145
- Die area: 0.00640 sq mm
- CTS tree: done
- Worst slew pin tran: 0.204 ns
- Late-Pin Clk Latency: 0.25 ns
- Vias per cell: 2.48
- Fill cells: 395
- Seq/Total Area, Yosys: 0.404
- Yosys synthesis chip area: 248 sq um
- Synth warn: 1
- I/O pins: 8
- Worst path slowest cell: clkdlybuf4s50_1
- Std cell rows: 21
- Yosys Instances: 22
- RSZ-0062 raised after global routing: true
- Comb area: 161 sq um
- TritonCTS Buffers: 3
- DRT antenna net count: 0
- Cell type with the largest total area: dfxtp_1
- Syn_area_per_cell: 11.3 sq um
- Count leader, synth: dfxtp_1
- Critical Path Source Type: input port
- CP Class: in2reg
- Dpl cells: 82
- Critical path buffer and inverter count: 1
- CP max FO: 3
- Hold WC Path Type: reg2reg
- Synth Area in Simple Gates: 0.242
path summary, 6_finish.rpt:
path | cells past startpoint | slack, ns | from | end
min | 2 | 0.58 | count[4] | count[4]
min reg2reg | 2 | 0.58 | count[4] | count[4]
max reg2reg | 4 | 0.02 | count[1] | count[4]
max | 3 | 0.004 | en | count[3]
layout by cell type, fill, tap and decap left out:
master,count
dfxtp_2,4
nor2b_1,2
buf_4,8
nor2_1,4
nand3b_1,1
mux2i_1,1
dlygate4sd2_1,5
a21oi_2,1
buf_6,2
clkbuf_4,3
clkbuf_1,1
mux2_4,2
dfxtp_1,1
xnor2_1,1
nand4_4,1
clkdlybuf4s50_1,2
a21bo_1,1
nand4_2,1
ha_4,1
final cells by class:
| type | instances | share of cell area |
|---|---|---|
| clock buffer | 4 | 0.0529 |
| timing repair buffer | 17 | 0.295 |
| multi-input combinational | 16 | 0.325 |
| tap | 46 | 0.116 |
| sequential | 5 | 0.212 |
report_power, final:
part / total [uW] / leakage (uW) / internal [uW] / switching [uW]
logic: 96.0 / 0.000174 / 59.9 / 36.1
registers: 196 / 0.0000424 / 191 / 4.89
clock network: 223 / 0.0000150 / 138 / 85.5
per-stage QoR:
step | setup WS (ns) | total power [uW]
floorplan | 0.0138 | 225
global placement | -0.183 | 274
detailed placement | -0.188 | 274
CTS | 0.00826 | 522
global route | -0.0190 | 551
finish | 0.00440 | 515
per-layer routing:
metal / routed length (microns) / share of wire / vias up / global-route usage
met3: 74 / 0.10 / 0 / 0.0205
met2: 190 / 0.27 / 12 / 0.0217
met5: 0 / 0 / - / 0
met4: 0 / 0 / 0 / 0.00176
li1: - / - / 115 / -
met1: 449 / 0.63 / 91 / 0.0388
worst register-to-register path: stages, from the launching register on:
cell and delay, ns:
dfxtp_2 0.32, buf_6 0.12, ha_4 0.16, nand4_4 0.08
mux2_4 0.29
logic make-up (layout without fill, tap and decap cells):
family,count (synthesis),in the layout
compound gates,2,2
xor+xnor,1,1
fa+ha+maj,1,1
buf+inv,1,21
flops,5,5
mux,3,3
simple gates,9,9
what timing repair did:
action | in CTS | in global routing
buffers inserted | 2 | 0
pin swaps | 0 | 2
resized | 14 | 1
hold buffers | 0 | 0
endpoints found under the setup margin | 6 | 3
Power is estimated from default activity; no workload was simulated.
