$ cat design/flow/config.mk
export PLATFORM = sky130hd
export DESIGN_NAME = Control
export DESIGN_NICKNAME = Control
export VERILOG_FILES = /design/flow/design.v
export SDC_FILE = /design/flow/constraint.sdc
export NUM_CORES = 4
export LEC_CHECK = 1
export CORE_AREA = 10 10 70 70
export DIE_AREA = 0 0 80 80
$ cat design/flow/constraint.sdc
current_design Control

set clk_period 1.2
set clk_io_pct 0.2

create_clock -name clk0 -period $clk_period [get_ports {clk}]

set non_clock_inputs [all_inputs -no_clocks]
set_input_delay [expr $clk_period * $clk_io_pct] -clock clk0 $non_clock_inputs
set_output_delay [expr $clk_period * $clk_io_pct] -clock clk0 [all_outputs]
$ cat design/flow/design.v
module Control(
    input logic clk,
    input logic rst,
    output logic ctrl
);
    logic [5:0] counter;
    always_ff @(posedge clk) begin
        if(rst) begin
            counter <= 0;
        end else begin
            counter <= counter + 1;
        end 
    end
    assign ctrl = ~counter[5];
endmodule
$ cat design/flow/run.sh
#!/bin/bash
# OpenROAD 26Q1-2900-gdf79404cd8, Yosys 0.63+post, stock flow scripts
make -C /OpenROAD-flow-scripts/flow DESIGN_CONFIG=/design/flow/config.mk WORK_HOME=/design/flow/orfs finish
==> qor.yml <==
drt_iter0_drc: 10
die-area_um2: 6400
yosys_warnings: 1
vdd_ir_drop_max_uv: 314
timing.critical_path.cells: "inv_1 -> dlygate4sd2_1"
whs_path_depth: 1
total_clock_buffers_created_by_cts: 3
whs_ns: 0.472
slew_headroom_pct: 85.2
power_density_nw_per_um2: 1270
yosysSeqAreaShare_pct: 54.9
cp_slowest_stage_delay_ns: 0.32
setup.worst_path.start_class: "flop"
timing.critical_path.required_ns: 0.96
placedCellCount: 71
fin_util_pct: 9.56
worstReg2RegStart: "counter[2]$_SDFF_PP0_"
final_layout_size_suffix_gt1_share_pct: 17.2
syn-mean-instance-area_um2: 9.52
rsz0062_at_grt: "false"
maxCapViolations: 0
worst_r2r_endpoint: "counter[5]$_SDFF_PP0_"
setup.worst_path.end_class: "primary output"
worst-setup-path-type: "flop to primary output"
clk_path_buf_depth: 2
grt-ovfl-total: 0
cts_tree: "built"
place.gp.congestion: 0.691
yosys_register_bits: 6
register_name_with_the_most_flops: "counter"
hold_path_startpoint: "counter[0]$_SDFF_PP0_"
detail_route.antenna_diodes: 0
worst_margin_slew_ns: 0.222
wirelength_um: 416
cp.arrival_ns: 0.82
grt_max_degree: 7
global_route.usage.total_pct: 1.23
rr_worst_depth: 3
hold_path_end: "counter[0]$_SDFF_PP0_"
synth.cell_area_um2: 219
most-common-layout-cells: "5 x dfxtp_1, 4 x nor2_1, 3 x nand3_1, 3 x clkbuf_4, 2 x xor2_1"
vias_in_the_first_global_route: 163
detail_route.drc_violations: 0
drt-pass1-iter-count: 3
wl_per_cell_um: 5.55
yosys-stat-area_um2: 219
synth.largest_area_cell: "dfxtp_1"
clk_latency_ns: 0.24
die-width_um: 80
placement.setup.worst_slack_ns: 0.152
initCoreUtil_pct: 6.41
status: "completed"
synthTopCellsByArea: "dfxtp_1 55%, xor2_1 8.0%, nand3_1 6.9%, nor2_1 6.9%, ha_1 5.7%"
routed_vias_inst: 2.31
largest_register_ffs: 6
crit_buf_inv: 2
cp_max_fo: 2
clock-root-buffer: "clkbuf_4"
clkSlewWorstSetupHoldPaths_ns: 0.04
cts.sinks: 6
worst_hold_check_path_type: "flop to flop"
timing.reg2reg.setup_slack_ns: 0.19
fin_setup_tns_ns: 0
grt_antenna_before_repair: 0
die_height_um: 80
p_leak_nw: 0.105
buffer_ports.inserted: 2
via_count: 173
report.final.setup_viol: 0
layout_top_registers: "counter: 6 flops"
max_freq_ghz: 0.943
synth_cell_types: 12
cell_count_listed_in_synth_stat_txt: 23
synthDominantCellAreaShare_pct: 54.9
openroad.warnings: 25
placeable_core_region_um2: 3420
mostFrequentLayoutCell: "dfxtp_1"
critPathTopFamily: "flip-flops"
finClkSkew_ns: 0.00682
rows: 21
cts-htree-levels: 1
cp_slowest_cell: "dfxtp_2"
top_level_ports: 3
finalMaxSlewViolations: 0
stdcell_count: 75
timing.final.hold_violations: 0
synthCells: 23
antenna_violating_nets_post_route: 0
syn_to_final_growth_pct: 49.1
fin_ws_ns: 0.139
post-route-min-period_ns: 1.06
post-route-period-util_pct: 88.4
grt_first_pass_wirelength_um: 621
cts_hold_buffers: 0
[synthesized netlist by cell type]
master   count
dfxtp_1      6
o21ai_0      1
ha_1         1
xnor2_1      1
nand2_1      1
inv_1        1
xor2_1       2
nand3_1      3
a21oi_1      1
or3_1        1
nor2b_1      1
nor2_1       4
[final cells by class]
type,instances,area (um2)
Inverter,1,3.75
Clock buffer,3,22.5
Multi-Input combinational cell,16,95.1
Timing Repair Buffer,3,26.3
Sequential cell,6,121
Tap cell,46,57.6
Fill cell,399,3090
[layer usage]
metal | part of all wire [%] | global-route usage, % | up-vias
met3 | 14 | 1.36 | 0
met4 | 0 | 0.352 | 0
met5 | 0 | 0 | -
met2 | 42 | 1.85 | 6
li1 | - | - | 87
met1 | 44 | 1.07 | 80
[stage by stage]
stage | power (mW) | cell area (um2)
floorplan | 0.230 | 219
global route | 0.442 | 327
finish | 0.416 | 327
detailed placement | 0.239 | 297
global placement | 0.237 | 297
CTS | 0.422 | 327
[cells by family after synthesis]
group / share of synthesized area [%]
and+or+nand+nor: 21.1
adders and majority gates: 5.71
xor gates and xnor gates: 12.0
DFF: 54.9
AOI/OAI and AO/OA: 4.57
buffers and inverters: 1.71
[how the worst max path moves through the flow]
stage / start / endpoint / slack, ns / cells after the start
finish: counter[5]$_SDFF_PP0_ / ctrl / 0.14 / 2
global route: counter[5]$_SDFF_PP0_ / ctrl / 0.11 / 2
CTS: counter[5]$_SDFF_PP0_ / ctrl / 0.13 / 2
[repair_timing]
action                                  CTS  global route
hold endpoints to repair                  0             0
endpoints found under the setup margin    1             0
gates resized                             2             0
setup buffers                             1             0
[power breakdown]
group / leakage, nW / internal, mW / switching (mW)
combinational: 0.0421 / 0.0110 / 0.00807
clock: 0.0138 / 0.113 / 0.0667
sequential: 0.0495 / 0.209 / 0.00855
Power and IR drop assume default switching activity.
